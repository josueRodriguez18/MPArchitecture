==> /design/flow/design.v <==
module VendingMachine(input [5:0]item_select, input [4:0]bank, input [4:0]coin, input [5:0]coke_inventory, input clk, input reset, output reg [5:0]dispend_change, output reg [5:0]dispend_coke);
    parameter IDLE = 0;
    parameter FIVE = 1;
    parameter TEN = 2;
    parameter FIFTEEN = 3;
    parameter TWENTY = 4;
    parameter NICKEL =  5'b00001;
    parameter DIME =    5'b00010;
    parameter QUARTER = 5'b00100;
    parameter HALFD =   5'b01000;
    parameter FULLD =   5'b10000;
    parameter VENDING = 5'b11111;  
    parameter VOID_TRANSACTION = 5'b01111;  
    reg state = IDLE; reg next_state = IDLE; reg [2:0]quarter_counter = 3'b0; reg [2:0]running_change; reg vend = 0;
    always @(state or coin)
        begin
            case(state)
                IDLE:  
                    case(coin)
                        NICKEL: next_state = FIVE;  
                        DIME: next_state = TEN;  
                        QUARTER: 
                            begin
                                next_state = state;  
                               quarter_counter = quarter_counter + 1'b1;
                            end
                        HALFD:
                            begin 
                                next_state = state;  
                                quarter_counter = quarter_counter + 2;
                            end
                        FULLD:
                            begin
                                next_state = state;  
                                quarter_counter = quarter_counter + 4;
                            end
                        default: next_state = IDLE;  
                    endcase
                FIVE: 
                    case(coin) 
                        NICKEL: next_state=TEN;  
                        DIME: next_state=FIFTEEN;  
                        QUARTER:    
                            begin
                                next_state=state;  
                                quarter_counter = quarter_counter + 1;  
                            end
                        HALFD:
                            begin
                                next_state = state;
                                quarter_counter = quarter_counter + 2;
                            end
                        FULLD:
                            begin
                                next_state = state;
                                quarter_counter = quarter_counter + 4;
                            end
                        default: next_state=FIVE; 
                    endcase 
                TEN: 
                    case(coin) 
                        NICKEL: next_state=FIFTEEN;
                        DIME: next_state=TWENTY; 
                        QUARTER: 
                            begin
                                next_state = state;
                                quarter_counter = quarter_counter + 1;
                            end
                        HALFD:
                            begin
                                next_state = state;
                                quarter_counter = quarter_counter + 2;
                            end
                        FULLD:
                            begin
                                next_state = state;
                                quarter_counter = quarter_counter + 4;
                            end
                        default: next_state=TEN; 
                    endcase 
                FIFTEEN: 
                    case(coin) 
                        NICKEL: next_state=TWENTY; 
                        DIME:
                            begin 
                                next_state=state; 
                            end
                        QUARTER:    
                            begin
                                next_state=state;
                                quarter_counter = quarter_counter + 1;  
                            end
                        HALFD:
                            begin
                                next_state = state;
                                quarter_counter = quarter_counter + 2;
                            end
                        FULLD:
                            begin
                                next_state = state;
                                quarter_counter = quarter_counter + 4;
                            end
                        default: next_state=FIFTEEN; 
                    endcase 
                TWENTY: 
                    case(coin) 
                        NICKEL: 
                            begin
                                next_state=state;
                                quarter_counter = quarter_counter + 1;
                            end
                        QUARTER:    
                            begin
                                next_state=state;
                                quarter_counter = quarter_counter + 1; 
                            end
                        HALFD:
                            begin
                                next_state = state;
                                quarter_counter = quarter_counter + 2;
                            end
                        FULLD:
                            begin
                                next_state = state;
                                quarter_counter = quarter_counter + 4;
                            end
                        default: next_state=TWENTY;
                    endcase
                default:next_state = state;
            endcase
end
always @(posedge clk)
    begin
        if(reset)
            begin
                state = IDLE;
                quarter_counter = 0;
            end
        else if(quarter_counter >= 6 &(coke_inventory & item_select))  
            begin
                quarter_counter = 6 - quarter_counter;
                running_change = state;
                state = VENDING;
                dispend_coke = item_select;
            end
        else state = VOID_TRANSACTION;
        case(state)
            VENDING:
                case(quarter_counter)  
                    3:
                        case(bank)
                            5'bx1xxx: 
                                begin
                                    quarter_counter = quarter_counter - 2;  
                                    dispend_change = 5'b01000;  
                                end
                            5'bx01xx: 
                                begin
                                    quarter_counter = quarter_counter - 1;  
                                    dispend_change = 5'b00100;
                                end
                            5'bx001x:
                                        begin
                                            dispend_change = 5'b00010;
                                            case(running_change)
                                                FIVE:
                                                    begin
                                                        running_change = TWENTY;
                                                        quarter_counter = quarter_counter - 1;
                                                    end
                                                TEN:
                                                    begin
                                                        running_change = 0;
                                                        quarter_counter = quarter_counter - 1;
                                                    end
                                                FIFTEEN: running_change = FIVE;
                                                TWENTY: running_change = TEN;
                                            endcase
                                        end
                            5'bx0001:
                                    begin
                                        dispend_change = 5'b00001;
                                        case(running_change)
                                            FIVE: 
                                                begin
                                                    running_change = 0;
                                                    quarter_counter = quarter_counter - 1;
                                                end
                                            TEN: running_change = FIVE;
                                            FIFTEEN: running_change = TEN;
                                            TWENTY: running_change = FIFTEEN;
                                        endcase
                                    end
                        endcase
                    2:
                        case(bank)
                                5'bx1xxx: 
                                    begin
                                        quarter_counter = quarter_counter - 2;  
                                        dispend_change = 5'b01000;  
                                    end
                                5'bx01xx: 
                                    begin
                                        quarter_counter = quarter_counter - 1;  
                                        dispend_change = 5'b00100;
                                    end
                                5'bx001x:
                                        begin
                                            dispend_change = 5'b00010;
                                            case(running_change)
                                                FIVE:
                                                    begin
                                                        running_change = TWENTY;
                                                        quarter_counter = quarter_counter - 1;
                                                    end
                                                TEN:
                                                    begin
                                                        running_change = 0;
                                                        quarter_counter = quarter_counter - 1;
                                                    end
                                                FIFTEEN: running_change = FIVE;
                                                TWENTY: running_change = TEN;
                                            endcase
                                        end
                                5'bx0001:
                                        begin
                                            dispend_change = 5'b00001;
                                            case(running_change)
                                                FIVE: 
                                                    begin
                                                        running_change = 0;
                                                        quarter_counter = quarter_counter - 1;
                                                    end
                                                TEN: running_change = FIVE;
                                                FIFTEEN: running_change = TEN;
                                                TWENTY: running_change = FIFTEEN;
                                            endcase
                                        end
                        endcase
                    1:
                        case(bank)
                            5'bxx1xx: 
                                begin
                                    quarter_counter = quarter_counter - 1;  
                                    dispend_change = 5'b00100;
                                end
                            5'bxx01x:
                                begin
                                    dispend_change = 5'b00010;
                                    case(running_change)
                                        FIVE:
                                            begin
                                                running_change = TWENTY;
                                                quarter_counter = quarter_counter - 1;
                                            end
                                        TEN:
                                            begin
                                                running_change = 0;
                                                quarter_counter = quarter_counter - 1;
                                            end
                                        FIFTEEN: running_change = FIVE;
                                        TWENTY: running_change = TEN;
                                    endcase
                                end
                            5'bxx001:
                                begin
                                    dispend_change = 5'b00001;
                                    case(running_change)
                                                FIVE: 
                                                    begin
                                                        running_change = 0;
                                                        quarter_counter = quarter_counter - 1;
                                                    end
                                                TEN: running_change = FIVE;
                                                FIFTEEN: running_change = TEN;
                                                TWENTY: running_change = FIFTEEN;
                                        endcase
                                end
                        endcase
                    0:
                        case(bank)
                            5'bxxx10:
                                begin
                                    dispend_change = 5'b00010;
                                    case(running_change)
                                        FIVE: next_state = VOID_TRANSACTION;
                                        TEN: running_change = 0;
                                        FIFTEEN: running_change = FIVE;
                                        TWENTY: running_change = TEN;
                                    endcase
                                end
                            5'bxxx01:
                                begin
                                    dispend_change = 5'b00001;
                                    case(running_change)
                                        FIVE: running_change = 0;
                                        TEN: running_change = FIVE;
                                        FIFTEEN: running_change = TEN;
                                        TWENTY: running_change = FIFTEEN;
                                    endcase
                                end
                        endcase
                endcase
            VOID_TRANSACTION:
                begin
                    dispend_coke = 5'b0;
                end
        endcase
    end    
endmodule
==> /design/flow/run.sh <==
#!/bin/bash
# OpenROAD 26Q1-2900-gdf79404cd8, Yosys 0.63+post, stock flow scripts
make -C /OpenROAD-flow-scripts/flow DESIGN_CONFIG=/design/flow/config.mk WORK_HOME=/design/flow/orfs finish
==> /design/flow/config.mk <==
export PLATFORM = sky130hd
export DESIGN_NAME = VendingMachine
export DESIGN_NICKNAME = VendingMachine
export VERILOG_FILES = /design/flow/design.v
export SDC_FILE = /design/flow/constraint.sdc
export NUM_CORES = 4
export LEC_CHECK = 1
export CORE_AREA = 10 10 70 70
export DIE_AREA = 0 0 80 80
==> /design/flow/constraint.sdc <==
current_design VendingMachine

set clk_period 1.7
set clk_io_pct 0.2

create_clock -name clk0 -period $clk_period [get_ports {clk}]

set non_clock_inputs [all_inputs -no_clocks]
set_input_delay [expr $clk_period * $clk_io_pct] -clock clk0 $non_clock_inputs
set_output_delay [expr $clk_period * $clk_io_pct] -clock clk0 [all_outputs]
==> impl_metrics.json <==
{
  "ys_cells": 39,
  "status": "did not finish",
  "firstError": "ERROR: Found 2 problems in 'check -assert'.",
  "yosys_area_sq_um": 463,
  "ys_ff": 10,
  "lastStage": "synthesis (1_2_yosys)",
  "synth_cell_types": 21,
  "yosysWarnings": 1
}
==> kinds of logic after synthesis <==
family | Yosys count | synth area share
other | 1 | 0.00810
latches | 2 | 0.0649
and+or+nand+nor | 11 | 0.127
adders and majority gates | 1 | 0.0270
AOI/OAI and AO/OA | 5 | 0.116
buffers and inverters | 7 | 0.105
DFF | 8 | 0.476
xor gates and xnor gates | 4 | 0.0757
==> cells in the mapped netlist (all sizes together) <==
| master | count | share of area |
|---|---|---|
| nor3 | 2 | 0.022 |
| o31ai | 1 | 0.046 |
| conb | 1 | 0.0081 |
| inv | 1 | 0.0081 |
| o211ai | 1 | 0.016 |
| or3 | 1 | 0.024 |
| nor2 | 4 | 0.032 |
| nand2b | 1 | 0.014 |
| dlxtn | 2 | 0.065 |
| edfxtp | 6 | 0.39 |
| xor2 | 2 | 0.038 |
| ha | 1 | 0.027 |
| xnor2 | 2 | 0.038 |
| o21ai | 2 | 0.022 |
| nand3b | 1 | 0.016 |
| dfxtp | 2 | 0.086 |
| a221oi | 1 | 0.032 |
| buf | 6 | 0.097 |
| nand3 | 1 | 0.011 |
| nand2 | 1 | 0.0081 |
